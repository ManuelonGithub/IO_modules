===== design/flow/design.v =====
module clock_divider 
#(
	parameter INPUT_RATE = 100000000,
	parameter OUTPUT_RATE = 1000
 )
(
	input wire clk_i,
	output reg clk_o
);
reg[31:0] counter;
localparam DIV = INPUT_RATE/OUTPUT_RATE;
localparam HALF_CYCLE = DIV/2;
initial begin
	counter <= 0;
	clk_o 	<= 0;
end
generate 
	if (DIV == 1) begin
		always @ (*) begin
			clk_o <= clk_i;
		end
	end
	else begin
		always @ (posedge clk_i) begin
			if (counter == HALF_CYCLE-1) begin
				clk_o <= ~clk_o;
				counter <= 0;
			end
			else
				counter++;
		end
	end
endgenerate
endmodule

===== design/flow/constraint.sdc =====
current_design clock_divider

set clk_period 4.4
set clk_io_pct 0.2

create_clock -name clk0 -period $clk_period [get_ports {clk_i}]

set non_clock_inputs [all_inputs -no_clocks]
set_input_delay [expr $clk_period * $clk_io_pct] -clock clk0 $non_clock_inputs
set_output_delay [expr $clk_period * $clk_io_pct] -clock clk0 [all_outputs]

===== design/flow/config.mk =====
export PLATFORM = sky130hd
export DESIGN_NAME = clock_divider
export DESIGN_NICKNAME = clock_divider
export VERILOG_FILES = /design/flow/design.v
export SDC_FILE = /design/flow/constraint.sdc
export NUM_CORES = 4
export LEC_CHECK = 1
export CORE_UTILIZATION = 30

===== design/flow/run.sh =====
#!/bin/bash
# OpenROAD 26Q1-2900-gdf79404cd8, Yosys 0.63+post, stock flow scripts
make -C /OpenROAD-flow-scripts/flow DESIGN_CONFIG=/design/flow/config.mk WORK_HOME=/design/flow/orfs finish

==> GITHUB_STEP_SUMMARY <==
## Implementation flow summary

| Metric | Value |
|---|---|
| Result of the run | completed |
| Row cnt | 24 |
| Number of enable-type register cells in the synthesized netlist | 1 |
| Unrepaired setup endpoints after global routing | false |
| Standard cell area after detailed placement | around 1500 sq um |
| Initial drt markers | 23 |
| Post-synth top flop | sky130_fd_sc_hd__dfxtp_1 |
| Number of flip-flops and latches in the synthesized netlist | 33 |
| Power per standard cell area | about 340 nW/um^2 |
| Min-Delay Endpoint | counter[31] |
| Largest delay share family, worst path | buffers and inverters |
| VDD IR max | 0.000225 V |
| Final min period | 1980 ps |
| Clk buf depth | 2 |
| CP startpoint kind | flip-flop |
| Count of tool warnings | 25 |
| Setup CP Type | flip-flop to output pin |
| Die X-Extent | 70.9 um |
| Die Ht | 70.9 um |
| Synthesized instance count | 141 |
| Endpoint of the worst register-to-register path | clk_o |
| Clock root cell | sky130_fd_sc_hd__clkbuf_8 |
| DP HPWL | ~1700 um |
| Number of endpoints failing setup at the final stage | 0 |
| CTS hold repair buffers | 0 |
| CP arrival | ~1100 ps |
| Power Total | 528 uW |
| Count of buffer and inverter cells on the critical path | 1 |
| Leakage power of the design | just over 0.0005 uW |
| Core Area | ~4400 sq um |
| Worst-margin pin slew | just under 600 ps |
| Post-CTS setup buffers | 0 |
| Met2 capacity usage during global routing | between 10 and 15% |
| GRT Total Usage | between 10% and 20% |
| CTS tree | built |
| First-pass detailed-route iteration total | 4 |
| Async SR Flop Fraction | 0% |
| Cell variety after synth | 24 |
| CTS buffer count | 5 |
| Crit end category | output pin |
| Hold Crit Class | flip-flop to flip-flop |
| Clock-pin slew reported for the worst setup and hold paths after clock tree synthesis | roughly 70 ps |
| Number of instances resized during post-cts repair | 0 |
| Inserted Diodes | 0 |
| Worst hold path stage count | 1 |
| Core Util, Final | between 30% and 40% |
| Final weighted congestion of routability-driven global placement | 0.842 |
| Worst flop-to-flop path startpoint | counter[0] |
| Initial core utilization | ~32% |
| Number of cells in Yosys stat | 141 |
| Detailed-route DRC error count | 0 |
| CP peak stage delay | about 470 ps |
| Wire length of the first global-routing pass | around 4400 um |
| Biggest fanout along the worst timing path | 2 |
| Most Crowded Layer GR | met1 |
| GR Layer Usage met3 | ~2.5% |
| Yosys Chip Area | 1420 sq um |
| Via density per instance | roughly 4.9 |
| Maximum clock frequency | between 500 and 600 MHz |
| Summed area of non-filler cells in the final layout | around 1600 sq um |
| Number of nets with antenna violations after detailed routing | 0 |
| HP Start | counter[31] |
| Via count of the first global-routing pass | roughly 950 |
| Required time at the endpoint of the critical path | ~3500 ps |
| Final Hold Fails | 0 |
| Final setup skew | about 7.3 ps |
| Tightest slew margin relative to the limit | about three fifths |
| Final period utilization | ~45% |
| Worst setup path startpoint | clk_o |
| H-tree depth | 2 |
| Final Max Slew Viols | 0 |
| Total Neg Setup Slack | 0 ps |
| I/O pin count | 2 |
| Ys Warns | 1 |
| Depth of the worst register-to-register path | 3 |
| Internal reg-to-reg setup slack | ~2500 ps |
| CP max-delay cell | sky130_fd_sc_hd__clkdlybuf4s50_1 |
| Number of antenna violations at the first check in global routing | 0 |
| Layout cell share with drive strength beyond 1 | slightly above 10% |
| WL final | around 2400 um |
| CTS Sinks | 33 |
| Cell-by-cell listing of the critical path | clkdlybuf4s50_1 |
| Maximum number of pins on one net before global-route repair | 11 |
| Port buffer count | 1 |
| Worst skew pair latency | approximately 280 ps |
| Syn Std Cell Area | between 1000 and 1500 sq um |
| Via count | approximately 980 |
| Met1 routing resource usage after global routing | between 10% and 20% |
| Residual overflow from global routing | 0 |
| Routed length per instance | about 12 um |
| Mean area per synthesized cell | approximately 10 sq um |
| Worst hold slack | approximately 480 ps |
| Fraction of the yosys area taken by sequential cells | approximately 47% |
| Number of max-cap violations | 0 |
| Die Outline Area | about 5000 sq um |
| Area Growth Syn to Fin | 10.5% |
cell type report:
type	count	area, sq um
Fill cell	433	2870
Multi-Input combinational cell	101	718
Sequential cell	33	671
Clock buffer	8	90.1
Tap cell	52	65.1
Inverter	5	18.8
Timing Repair Buffer	1	10.0
placed cells by master, fill, tap and decap left out:
| cell type | count |
|---|---|
| sky130_fd_sc_hd__and2b_2 | 1 |
| sky130_fd_sc_hd__and3_1 | 1 |
| sky130_fd_sc_hd__and3_2 | 2 |
| sky130_fd_sc_hd__and4_1 | 1 |
| sky130_fd_sc_hd__clkbuf_1 | 2 |
| sky130_fd_sc_hd__clkbuf_8 | 6 |
| sky130_fd_sc_hd__clkdlybuf4s50_1 | 1 |
| sky130_fd_sc_hd__dfxtp_1 | 32 |
| sky130_fd_sc_hd__edfxtp_1 | 1 |
| sky130_fd_sc_hd__ha_1 | 1 |
| sky130_fd_sc_hd__inv_1 | 5 |
| sky130_fd_sc_hd__nand2_1 | 11 |
| sky130_fd_sc_hd__nand3_1 | 6 |
| sky130_fd_sc_hd__nand4_1 | 15 |
| sky130_fd_sc_hd__nand4_2 | 1 |
| sky130_fd_sc_hd__nand4_4 | 2 |
| sky130_fd_sc_hd__nor2_1 | 12 |
| sky130_fd_sc_hd__nor2_2 | 1 |
| sky130_fd_sc_hd__nor2b_1 | 1 |
| sky130_fd_sc_hd__nor3_1 | 5 |
| sky130_fd_sc_hd__nor4_1 | 8 |
| sky130_fd_sc_hd__nor4_4 | 2 |
| sky130_fd_sc_hd__nor4b_1 | 1 |
| sky130_fd_sc_hd__xnor2_1 | 25 |
| sky130_fd_sc_hd__xor2_1 | 5 |
worst max-delay path by stage:
| stage | end | slack, ps | cells after the start |
|---|---|---|---|
| after CTS | clk_o | 2410 | 1 |
| after global routing | clk_o | 2370 | 1 |
| final | clk_o | 2420 | 1 |
per-stage QoR:
stage / cells / setup WS (ps)
floorplan: 141 / 2780
global placement: 192 / 2620
detailed placement: 192 / 2540
CTS: 200 / 2410
global route: 200 / 2370
finish: 200 / 2420
cell families after synthesis:
logic type / Yosys count / synth area share (%)
flip-flops: 33 / 47.1
XOR/XNOR: 30 / 18.5
AND/OR/NAND/NOR: 70 / 31.1
buffers and inverters: 7 / 2.46
adder cells (fa/ha/maj): 1 / 0.879
registers in the layout (all words and copies together) (netlist names):
register  flops
counter      32
clk_o         1
metal layers:
layer,up-vias,routed length (um)
li1,510,-
met1,451,1330
met2,11,940
met3,8,79
met4,0,53
met5,-,0
power by group:
part	leakage, uW	total (uW)	internal (uW)	switching (uW)
sequential	0.000269	300	300	0
clock	0.0000455	228	127	100
combinational	0.000195	0.000195	0	0
cell usage after synthesis, types with 2 or more instances:
cell type,count,area (sq um)
sky130_fd_sc_hd__and3_2,2,15.0
sky130_fd_sc_hd__nor4_1,8,50.1
sky130_fd_sc_hd__nand4_4,2,42.5
sky130_fd_sc_hd__nor2_1,12,45.0
sky130_fd_sc_hd__dfxtp_1,32,641
sky130_fd_sc_hd__nand3_1,6,30.0
sky130_fd_sc_hd__nand4_1,15,93.8
sky130_fd_sc_hd__xnor2_1,25,219
sky130_fd_sc_hd__nand2_1,11,41.3
sky130_fd_sc_hd__inv_1,5,18.8
sky130_fd_sc_hd__nor3_1,5,25.0
sky130_fd_sc_hd__xor2_1,5,43.8
sky130_fd_sc_hd__nor4_4,2,42.5
Power is estimated from default activity; no workload was simulated.
