==> design/flow/design.v <==
module wb_leds 
#(
	parameter WORD = 16,	 
	parameter LEDS = WORD 	 
 )
(
	input wire clk_i, rst_i,
	input wire stb_i, cyc_i, we_i,
	input wire[WORD/8-1:0] sel_i,
	input wire[WORD-1:0] dat_i,
	output reg ack_o,
	output reg[WORD-1:0] dat_o, 
	output reg[LEDS-1:0] leds_o
);
localparam BYTE = 8;
localparam WORD_GL = (WORD/BYTE);     
assign leds_o = dat_o[LEDS-1:0];	 
wire en = stb_i & cyc_i;
wire wr_en = en & we_i;
assign ack_o = en;
integer wr_byte;
initial begin
	dat_o = -1;
end
always @ (negedge clk_i) begin
	if (rst_i)
		dat_o <= 0;
	else begin
		if (wr_en) begin
			for (wr_byte = 0; wr_byte < WORD_GL; wr_byte = wr_byte + 1) begin
                if (sel_i[wr_byte])    
                    dat_o[BYTE*wr_byte +: BYTE] <= dat_i[BYTE*wr_byte +: BYTE];
            end
		end
	end
end
endmodule
==> design/flow/run.sh <==
#!/bin/bash
# OpenROAD 26Q1-2900-gdf79404cd8, Yosys 0.63+post, stock flow scripts
make -C /OpenROAD-flow-scripts/flow DESIGN_CONFIG=/design/flow/config.mk WORK_HOME=/design/flow/orfs finish
==> design/flow/config.mk <==
export PLATFORM = sky130hd
export DESIGN_NAME = wb_leds
export DESIGN_NICKNAME = wb_leds
export VERILOG_FILES = /design/flow/design.v
export SDC_FILE = /design/flow/constraint.sdc
export NUM_CORES = 4
export LEC_CHECK = 1
export CORE_AREA = 10 10 76 76
export DIE_AREA = 0 0 86 86
==> design/flow/constraint.sdc <==
current_design wb_leds

set clk_period 1.0
set clk_io_pct 0.2

create_clock -name clk0 -period $clk_period [get_ports {clk_i}]

set non_clock_inputs [all_inputs -no_clocks]
set_input_delay [expr $clk_period * $clk_io_pct] -clock clk0 $non_clock_inputs
set_output_delay [expr $clk_period * $clk_io_pct] -clock clk0 [all_outputs]
==> flow_summary.json <==
{
  "core_util_floorplan_pct": 20.9,
  "cts_tree": "built",
  "synthesis.area_per_instance_um2": 9.69,
  "clock_tree.buffer_depth": 2,
  "design.portCount": 56,
  "hold_ws_ns": 0.476,
  "synthesis.area_um2": 862,
  "dp_slack_ns": -0.835,
  "core_area_mm2": 0.00412,
  "htreeDepth": 1,
  "timing.critical_path.from_type": "flip-flop",
  "intPower_mw": 1.19,
  "violations": "setup timing",
  "combinationalPowerShare_pct": 15.2,
  "ys_seq_share_pct": 37.2,
  "timing_worst_setup_path_type": "reg2out",
  "tightestPinTransition_ns": 0.167,
  "power_switching_mw": 0.431,
  "standard_cell_row_count": 23,
  "synth_cells": 89,
  "overflow_left_after_global_routing": 0,
  "cts.sink_count": 16,
  "yosysCellCount": 89,
  "min-delay-path-class": "reg2reg",
  "synth_chip_area_um2": 862,
  "detail_route.iter0.violations": 22,
  "die_height_um": 86,
  "cp_common_cell": "buf_6",
  "pin_count_of_the_biggest_net_entering_global_routing": 12,
  "worst_slack_ns": -0.550,
  "leakagePower_nw": 0.828,
  "slowest_stage": "dfxtp_2",
  "layout.area.seq_um2": 340,
  "synth.top_cells.by_area": "dfxtp_1 (37%), nand2b_1 (23%), mux2i_1 (19%)",
  "status": "finished, violations left",
  "critical_path.endpoint_type": "output port",
  "power.share.switching_pct": 26.6,
  "fillers": 394,
  "vias_per_cell": 3.79,
  "power_frac_seq_pct": 41.4,
  "buffer_ports.inserted": 55,
  "crit_required_ns": 0.80,
  "worst_case_headroom_to_the_max_slew_limit_pct": 88.9,
  "reg2reg_depth": 5,
  "grt_pass1_vias": 904,
  "synth.largest_area_cell": "dfxtp_1",
  "detailedPlacementHpwl_mm": 1.90,
  "layout-drive-gt1-share_pct": 51.2,
  "share_clk_of_total_power_pct": 43.4,
  "drt_pre_antenna_iters": 4,
  "die_area_mm2": 0.00740,
  "via_count": 827,
  "grt_pass1_wl_mm": 4.35,
  "stage_log_warnings": 44,
  "top_register": "dat_o",
  "worst_path_largest_cell_delay_ns": 0.32,
  "reg.largest.list": "dat_o (16)",
  "antenna_found_initial": 0,
  "avgRoutedWirePerCell_um": 12.2,
  "hold_depth": 2,
  "syn2layout_area_growth_pct": 87.2,
  "timing_hold_violations_final": 0,
  "gpl.final_weighted_congestion": 0.764,
  "maxCapViolations": 0,
  "power.ir.vdd_worst_mv": 0.560,
  "clk_pin_slew_ns": 0.04,
  "drc": 0,
  "maxSlewViolCount": 0,
  "commonest_non_fill_non_tap_cell_in_the_layout": "nand2b_1",
  "die_x_extent_um": 86,
  "timing.critical_path.arrival_ns": 1.35,
  "unrepaired_setup_endpoints_after_global_routing": "true",
  "ant_nets": 0,
  "timing.critical_path.cells": "buf_6 > buf_6",
  "crit_fanout": 2,
  "final_layout_top_logic_cells": "nand2b_1 (32), buf_6 (25), buf_2 (22), dlygate4sd2_1 (17)",
  "largest_register_ffs": 16,
  "cts_buffers": 3,
  "ys.flops": 16,
  "grt_usage_pct": 7.11,
  "yosysWarnings": 3,
  "clock_insertion_delay_worst_skew_ns": 0.31,
  "ctsRootBufferMaster": "clkbuf_8",
  "yosysTopAreaCellShare_pct": 37.2,
  "synth.lib_cells_used.distinct": 9,
  "layout.area.comb_um2": 389,
  "clock_tree_skew_after_final_layout_ns": 0,
  "detail_route.antenna_diodes": 0,
  "cellPowerDensity_mw_per_mm2": 1000,
  "wire_length_after_detailed_routing_mm": 2.67,
  "postCtsHoldBufs": 0,
  "setup_viol": 48
}
cell type report:
class / count / share of cell area, %
sequential: 16 / 21.1
tap: 50 / 3.88
timing repair buffer: 82 / 44.7
multi-input combinational: 51 / 24.1
clock buffer: 3 / 2.56
clock inverter: 16 / 3.72
path summary, 6_finish.rpt:
kind,start,end,slack (ns)
setup / recovery,dat_o[5]$_SDFFE_NP0P_,dat_o[5],-0.55
hold / removal,dat_o[15]$_SDFFE_NP0P_,dat_o[15]$_SDFFE_NP0P_,0.48
setup reg to reg,dat_o[3]$_SDFFE_NP0P_,dat_o[3]$_SDFFE_NP0P_,0.09
hold reg to reg,dat_o[15]$_SDFFE_NP0P_,dat_o[15]$_SDFFE_NP0P_,0.48
synthesized netlist by cell type:
cell type,instances
buf_4,16
inv_1,1
clkbuf_1,3
nand2b_1,32
buf_6,2
and4_1,2
mux2i_1,16
dfxtp_1,16
and2_1,1
critical path, delay by kind of cell, from the launching register on:
| kind | cells | cell delay (ns) |
|---|---|---|
| buf+inv | 2 | 0.21 |
| flops | 1 | 0.32 |
cells by family (layout without fill, tap and decap cells):
logic type / count (synthesis) / in the layout / synth area share [%]
flip-flops: 16 / 16 / 37.2
buffers and inverters: 22 / 101 / 18.3
AND/OR/NAND/NOR: 35 / 35 / 26.0
multiplexers: 16 / 16 / 18.6
routing by layer:
layer  global-route usage, %  up-vias  routed length (um)
li1                        -      430                   -
met4                    1.95        0                  37
met2                    10.8       37                1230
met1                    8.85      358                1160
met5                       0        -                   0
met3                    3.34        2                 247
repair_timing:
| action | CTS | global route |
|---|---|---|
| cloned | 1 | 0 |
| pin swaps | 2 | 1 |
| endpoints found under the setup margin | 49 | 48 |
| resized | 179 | 1 |
| buffers inserted | 16 | 3 |
power by group through the flow:
stage	Sequential [mW]	Combinational (mW)	Clock, mW
after CTS	0.670	0.243	0.735
after global routing	0.669	0.270	0.835
final	0.670	0.246	0.702
stage by stage:
stage	TNS, ns	power [mW]	instance area (um^2)	instances	util [%]
2_1_floorplan	-5.70	0.860	862	89	-
3_3_place_gp	-29.83	1.02	1420	181	34.5
3_5_place_dp	-30.25	1.02	1420	181	34.5
4_1_cts	-15.95	1.65	1590	215	38.5
5_1_grt	-17.23	1.77	1610	218	39.2
6_report	-15.62	1.62	1610	218	39.2
Power is estimated from default activity; no workload was simulated.
